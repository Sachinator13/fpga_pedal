===== design/flow/constraint.sdc =====
current_design spi2adc

set clk_period 2.2
set clk_io_pct 0.2

create_clock -name clk0 -period $clk_period [get_ports {sysclk}]

set non_clock_inputs [all_inputs -no_clocks]
set_input_delay [expr $clk_period * $clk_io_pct] -clock clk0 $non_clock_inputs
set_output_delay [expr $clk_period * $clk_io_pct] -clock clk0 [all_outputs]

===== design/flow/config.mk =====
export PLATFORM = sky130hd
export DESIGN_NAME = spi2adc
export DESIGN_NICKNAME = spi2adc
export VERILOG_FILES = /design/flow/design.v
export SDC_FILE = /design/flow/constraint.sdc
export NUM_CORES = 4
export LEC_CHECK = 1
export CORE_AREA = 10 10 102 102
export DIE_AREA = 0 0 112 112

===== design/flow/design.v =====
module spi2adc (
	input  logic	         sysclk,			 
	input  logic            start,			 
	input  logic            sdata_from_adc,	 
	output logic [9:0]      data_from_adc,	 
	output logic            data_valid,	     
	output logic            adc_cs,			 
	output logic            adc_sck		     
);
	logic			clk_1MHz;	             
	logic [4:0]	    ctr;			         
	logic			tick;			         
	parameter	    TERMINAL_CNT = 5'd24;    
	initial begin
		clk_1MHz = 0;			 
		ctr = 5'b0;				 
		tick = 1'b0;		
	end
	always_ff @ (posedge sysclk)   
	  if (ctr==0) begin
		  ctr <= TERMINAL_CNT;
		  if (clk_1MHz==1'b0)
				tick <= 1'b1;
		  clk_1MHz <= ~clk_1MHz;  
		end
	  else  begin
		  ctr <= ctr - 1'b1;
		  tick <= 1'b0;
		end
	logic [1:0]     sr_state;
	logic				 adc_start;
	parameter	    IDLE  = 2'b00,WAIT_CSB_FALL = 2'b01, WAIT_CSB_HIGH = 2'b10;
	initial begin
		sr_state = IDLE;
		adc_start = 1'b0;	 
		end
	always_ff @ (posedge sysclk)
		case (sr_state)
			IDLE:	if (start==1'b0) sr_state <= IDLE;
					else	begin
						sr_state <= WAIT_CSB_FALL;
						adc_start <= 1'b1;
						end  				
			WAIT_CSB_FALL: if (adc_cs==1'b1) sr_state <= WAIT_CSB_FALL;
					else sr_state <= WAIT_CSB_HIGH;
			WAIT_CSB_HIGH: if (adc_cs==1'b0) sr_state <= WAIT_CSB_HIGH;
					else begin
						sr_state <= IDLE;
						adc_start <= 1'b0;
						end	
			default: sr_state <= IDLE;
		endcase
	logic [4:0]         state;
	logic  	            adc_done, shift_ena;
	initial	begin	
		state = 5'b0; adc_cs = 1'b1; adc_done = 1'b0; 
		shift_ena <= 1'b0;
		end
	always_ff @(posedge sysclk)  
		if (tick==1'b1)  begin
		adc_cs <= 1'b0;  adc_done <= 1'b0;  shift_ena <= 1'b0;
		state <= state + 1'b1;
		case (state)
			5'd0:	begin
						if (adc_start==1'b0) begin
							state <= 5'd0;			 
							adc_cs <= 1'b1;		 
							end
						else begin
							state <= 5'd1;			 
							end
					end
			5'd4: shift_ena <= 1'b1;  			 
			5'd15: begin
						shift_ena <= 1'b0;
						adc_done <= 1'b1;
					 end
			5'd16: begin  
						adc_cs <= 1'b1;		 
						state <= 5'd0;  		 
					 end
			default: 				
						shift_ena <= 1'b1;	 
			endcase
		end	 
	logic [11:0]    shift_reg;
	initial	begin
			shift_reg = 12'b0;
			data_from_adc = 12'b0;
			end
	always_ff @(negedge sysclk)
		if  ((adc_cs==1'b0)&&(shift_ena==1'b1)&&(tick==1'b1))		 
				shift_reg <= {shift_reg[10:0], sdata_from_adc};
	always_ff @(posedge sysclk)
		if(adc_done) 					
				data_from_adc = shift_reg[11:2];
		assign adc_sck = !clk_1MHz & !adc_cs;
		assign data_valid = adc_cs;
endmodule

===== design/flow/run.sh =====
#!/bin/bash
# OpenROAD 26Q1-2900-gdf79404cd8, Yosys 0.63+post, stock flow scripts
make -C /OpenROAD-flow-scripts/flow DESIGN_CONFIG=/design/flow/config.mk WORK_HOME=/design/flow/orfs finish

==> ds_physical_params.txt <==
Physical implementation characteristics

Parameter                              Value

Status
  Outcome    completed

Clocking
  Number of cells upsized or downsized after cts    0
  CTS Buf Count    5
  Setup repair bufs after CTS    0
  Maximum level of the CTS H-tree    2
  CTS Sinks    ~40
  TritonCTS clock tree    done
  Clock input transition at the sequential cells of the worst setup and hold paths    0.08 ns
  Later-pin clock latency in the skew report    about 0.36 ns
  Largest buffer count on any clock path    2
  Root buf cell    sky130_fd_sc_hd__clkbuf_8
  Hold bufs inserted after CTS    0

Setup path
  CP startpoint    adc_cs$_DFFE_PP_
  Count of buffering cells on the critical path with inverters included    0
  Endpoint of the most critical setup path    shift_reg[10]$_DFFE_NP_
  Longest individual stage delay on the worst path    0.44 ns
  Setup crit start kind    register
  Crit path required time    1.11 ns
  RR Startpoint    adc_cs$_DFFE_PP_
  Worst path top cell family by delay    flip-flops
  Cell with the largest stage delay on the worst path    sky130_fd_sc_hd__edfxtp_1
  Worst Path Max Fanout    12
  CP Data Arrival Time    1.04 ns
  Flop-to-flop setup slack    0.07 ns
  Type of destination of the critical path    register
  Cell depth of the worst flop-to-flop path    1
  Setup CP Type    reg2reg
  Depth of the critical timing path with buffers and inverters included    1
  Critical path cell sequence    nor2_4
  RR Endpoint    shift_reg[10]$_DFFE_NP_

Yosys
  Synth cell count leaders    sky130_fd_sc_hd__edfxtp_1, sky130_fd_sc_hd__nor2_1, sky130_fd_sc_hd__dfxtp_1, sky130_fd_sc_hd__inv_1
  Synthesized area divided by synthesized cell count    15.9 um^2
  Synth area leader    sky130_fd_sc_hd__edfxtp_1
  Post-synthesis sequential area ratio    0.776
  Area of the mapped netlist    1450 um^2
  Chip area from the yosys synthesis statistics    1450 um^2
  Distinct cells, synth    22
  Dominant synthesized flop cell    sky130_fd_sc_hd__edfxtp_1
  Cell with the most instances after synthesis    sky130_fd_sc_hd__edfxtp_1
  Share of flip-flops with an asynchronous set or reset    0
  Post-synthesis cell count    91
  Synth warn    1
  Post-synth EDFFs    32
  Cells taking the most area after synthesis    sky130_fd_sc_hd__edfxtp_1, sky130_fd_sc_hd__dfxtp_1, sky130_fd_sc_hd__ha_1
  Yosys cell count    just over 90
  Area leader share    0.665
  #FFs+latches synth    40

Drt
  Antenna diodes    0
  Total Wirelength    slightly below 2 mm
  First DRT Iteration DRCs    46
  Number of nets still failing antenna checks after routing    0
  Number of vias per cell after detailed routing    ~3.3
  Routed wire per std cell    8.56 um
  Total number of vias    761
  Number of iterations in the first detailed-routing pass    4
  # DRC    0

GRT
  Total global routing overflow    0
  Pin count of the biggest net entering global routing    15
  Global-route wire length before repair    3.41 mm
  Global-route usage over all layers    0.0329
  Initial antenna violation count    0
  Via count of the first global-routing pass    744

Power
  Clock share of power    0.426
  Switching power share of the total    0.239
  Worst IR Drop VDD    approximately 300 uV
  Power density over the cells    750 nW/um^2
  Cell Int Power    roughly 1.1 mW
  Standby leakage power    slightly above 0.7 nW
  Gate power share    0.003
  Sequential group share of total power    0.571
  Net load switching power    337 uW

Floorplan
  Core region area    8220 um^2
  Top-Level Pins    16
  Die X-Extent    approximately 110 um
  Number of placement rows    33
  Initial standard-cell utilization of the core    0.176
  Chip Area    12,500 um^2
  Vert. Die Dim    112 um

Final timing
  Count of final max-slew check failures    0
  Slew margin rel.    0.745
  Unrepaired setup endpoints after global routing    false
  Setup TNS    0 ns
  Setup violation total in the final timing report    0
  Final Skew    0.0702 ns
  Final hold violation count    0
  Tightest Pin Transition    0.382 ns

Cells and area
  Utilization of the core after routing    0.229
  Flop area    1120 um^2
  # fillers    858
  Number of flip-flops under the largest register name    12
  Area delta synth->final    30.2%
  Logic area    294 um^2
  Share of layout cells above drive strength 1    0.127

Min path
  Hold Path Class    reg2reg

Place
  IO Port Bufs    15
  Half-perimeter wire length after detailed placement    1.38 mm
  Final GP Congestion    around 0.74

Job
  Tool Warnings    39
  Max capacitance violation total    0
placed cells by master, fill, tap and decap left out, drive strengths merged:
cell,synthesis,routed
edfxtp,32,32
inv,8,21
clkdlybuf4s50,0,15
nor2,10,10
dfxtp,8,8
nand2b,5,5
ha,5,5
clkbuf,0,5
a21oi,5,5
mux2i,3,3
nand3,2,2
o21ai,2,2
buf,1,2
or2,2,2
or3b,1,1
and3,1,1
xnor2,1,1
nand2,1,1
a31oi,1,1
nor3,1,1
o22a,1,1
o21a,1,1
clkinv,0,1
cells by family after synthesis:
group                    after synthesis  synth area share
AND-OR/OR-AND                         10            0.0424
XOR/XNOR                               1           0.00606
adder cells (fa/ha/maj)                5            0.0433
buffers and inverters                  9            0.0260
flip-flops                            40             0.776
multiplexers                           3            0.0208
AND/OR/NAND/NOR                       23            0.0857
worst min-delay path by stage:
| stage | endpoint | start | cells after the start | slack, ns |
|---|---|---|---|---|
| 6_report | shift_reg[2]$_DFFE_NP_ | shift_reg[1]$_DFFE_NP_ | 0 | 0.41 |
| 4_1_cts | shift_reg[2]$_DFFE_NP_ | shift_reg[1]$_DFFE_NP_ | 0 | 0.41 |
| 5_1_grt | shift_reg[2]$_DFFE_NP_ | shift_reg[1]$_DFFE_NP_ | 0 | 0.41 |
routing by layer:
layer | track usage | routed length [um]
met5 | 0 | 0
met4 | 0.00423 | 9
met3 | 0.0288 | 293
met2 | 0.0385 | 705
met1 | 0.0454 | 970
area by class of cell:
class / instances / area share
flip-flops and latches: 40 / 0.596
well taps: 105 / 0.0698
multi-input cells: 42 / 0.156
repair buffers: 17 / 0.0878
clock buffers: 5 / 0.0366
inverters: 7 / 0.0140
clock inverters: 15 / 0.0392
power by group through the flow:
stage | Sequential, mW | Combinational [mW] | Clock (mW)
final | 0.806 | 0.00436 | 0.601
after CTS | 0.806 | 0.00438 | 0.626
after global routing | 0.805 | 0.00456 | 0.690
stage by stage:
stage                     hold slack, ns  total power, mW  cell area, um^2  instances  setup slack [ns]
after floorplan                    0.400            0.858             1450         91            0.0281
after global placement             0.402            0.861             1740        212           0.00452
after detailed placement           0.408            0.862             1740        212          -0.00147
after CTS                          0.412             1.44             1880        231            0.0336
after global routing               0.411             1.50             1880        231            0.0190
final                              0.410             1.41             1880        231            0.0702
Power is estimated from default activity; no workload was simulated.
