==> flow/config.mk <==
export PLATFORM = sky130hd
export DESIGN_NAME = spi2dac
export DESIGN_NICKNAME = spi2dac
export VERILOG_FILES = /design/flow/design.v
export SDC_FILE = /design/flow/constraint.sdc
export NUM_CORES = 4
export LEC_CHECK = 1
export CORE_AREA = 10 10 105 105
export DIE_AREA = 0 0 115 115
==> flow/constraint.sdc <==
current_design spi2dac

set clk_period 2.8
set clk_io_pct 0.2

create_clock -name clk0 -period $clk_period [get_ports {sysclk}]

set non_clock_inputs [all_inputs -no_clocks]
set_input_delay [expr $clk_period * $clk_io_pct] -clock clk0 $non_clock_inputs
set_output_delay [expr $clk_period * $clk_io_pct] -clock clk0 [all_outputs]
==> flow/run.sh <==
#!/bin/bash
# OpenROAD 26Q1-2900-gdf79404cd8, Yosys 0.63+post, stock flow scripts
make -C /OpenROAD-flow-scripts/flow DESIGN_CONFIG=/design/flow/config.mk WORK_HOME=/design/flow/orfs finish
==> flow/design.v <==
module spi2dac (
	input  logic	    sysclk,			 
	input  logic [9:0]	data_in,	     
	input  logic       	load,	    	 
	output logic        dac_sdi,		 
	output logic        dac_cs,			 
	output logic        dac_sck		 
);
	parameter	BUF=1'b1;		 
	parameter	GA_N=1'b1;		 
	parameter	SHDN_N=1'b1;	 
	logic [3:0] cmd = {1'b0,BUF,GA_N,SHDN_N};   
	logic		clk_1MHz;   	 
	logic [4:0]	ctr;			 
	parameter	TC = 5'd24;   
	initial begin
		clk_1MHz = 1'b0;		 
		ctr = 5'b0;				 
	end
	always_ff @ (posedge sysclk)    
	  if (ctr==5'b0) begin
		  ctr <= TC;
		  clk_1MHz <= ~clk_1MHz;  
		end
	  else
		  ctr <= ctr - 1'b1;
	reg [1:0] 	sr_state;
	parameter	IDLE  = 2'b00,WAIT_CSB_FALL = 2'b01, WAIT_CSB_HIGH = 2'b10;
	reg			dac_start;		  
	initial begin
		sr_state = IDLE;
		dac_start = 1'b0;	 
		end
	always_ff @ (posedge sysclk)   
		case (sr_state)
			IDLE:	if (load==1'b1) sr_state <= WAIT_CSB_FALL;
			WAIT_CSB_FALL: if (dac_cs==1'b0) sr_state <= WAIT_CSB_HIGH;
			WAIT_CSB_HIGH: if (dac_cs==1'b1) sr_state <= IDLE;
			default: sr_state <= IDLE;
		endcase
	always @ (*)
		case (sr_state)
			IDLE: dac_start = 1'b0;
			WAIT_CSB_FALL: dac_start = 1'b1;
			WAIT_CSB_HIGH: dac_start = 1'b0;
			default: dac_start = 1'b0;
		endcase
	reg [4:0] 	state;
	initial	begin	
		state = 5'b0; dac_cs = 1'b1; 
		end
	always @(posedge clk_1MHz)   
		case (state)
			5'd0:	if (dac_start == 1'b1)     
						state <= state + 1'b1; 
					else 
						state <= 5'b0; 
			5'd17: 	state <= 5'd0;   
			default: state <= state + 1'b1;	 
		endcase
	always @ (*)	begin			 
		dac_cs = 1'b0; 
		case (state)
			5'd0: 	 dac_cs = 1'b1;
			5'd17:   dac_cs = 1'b1;
			default: dac_cs = 1'b0;
			endcase
		end  
	reg [15:0] shift_reg;
	initial	begin	
		shift_reg = 16'b0; 
		end
	always @(posedge clk_1MHz)
		if((dac_start==1'b1)&&(dac_cs==1'b1))		 
			shift_reg <= {cmd,data_in,2'b00};
		else 													 
			shift_reg <= {shift_reg[14:0],1'b0};
			assign dac_sck = !clk_1MHz&!dac_cs;
			assign dac_sdi = shift_reg[15];
endmodule
==> load_flow_metrics.sql <==
-- implementation run metrics
INSERT INTO impl_metrics (metric_group, metric, value, unit) VALUES
('clock_network', 'cts-root-buf', 'clkbuf_8', ''),
('critical_path', 'worstPathMaxFanout', '21', ''),
('detailed_routing', 'route.antenna.diode_count', '0', ''),
('power', 'leakage', '0.0005081', 'uW'),
('status', 'run_status', 'completed', ''),
('final_timing', 'period_needed', '2.105', 'ns'),
('detailed_routing', 'wire_per_inst', '8.248', 'um'),
('final_timing', 'finalHoldViolations', '0', ''),
('floorplanning', 'dieArea', '13230', 'um^2'),
('logic_synthesis', 'netlist_logic_family_top', 'simple AND/OR/NAND/NOR gates', ''),
('logic_synthesis', 'area_fraction_in_mux_cells', '13.66', '%'),
('logic_synthesis', 'netlist.top_cell.by_area', 'dfxtp_1', ''),
('final_timing', 'max_clock_freq', '475.0', 'MHz'),
('worst_hold_path', 'min-delay-start', 'ctr[0]', ''),
('final_layout', 'area_growth_syn_to_layout', '28.39', '%'),
('job', 'max_cap_viol_count', '0', ''),
('logic_synthesis', 'synth_flops', '27', ''),
('grt', 'grt_first_pass_wirelength', '2904', 'um'),
('logic_synthesis', 'yosysMostFrequentCell', 'dfxtp_1', ''),
('detailed_routing', 'detailroute.via_count', '607', ''),
('grt', 'overflow', '0', ''),
('critical_path', 'worst_setup_path_end_kind', 'primary output', ''),
('logic_synthesis', 'area_leaders', 'dfxtp_1 45%, edfxtp_1 8.5%, mux2_4 8.5%, ha_1 4.7%, mux2_2 4.2%', ''),
('clock_network', 'cts-hold-fix-buffers', '0', ''),
('worst_hold_path', 'min_to', 'ctr[0]', ''),
('detailed_routing', 'drt-pass1-iter-count', '4', ''),
('power', 'worst_voltage_drop_across_the_vdd_grid', '0.4535', 'mV'),
('logic_synthesis', 'synth_cells', '86', ''),
('final_timing', 'endpoints_left_unconstrained', '21', ''),
('critical_path', 'worst_path_largest_cell_delay', '0.63', 'ns'),
('grt', 'grt_pass1_vias', '596', ''),
('final_layout', 'share_of_post_route_cells_with_drive_strength_above_1', '19.61', '%'),
('floorplanning', 'io-pin-count', '15', ''),
('final_timing', 'fin_crit_sh', '75.19', '%'),
('clock_network', 'cts_tree', 'done', ''),
('critical_path', 'ff2ff_setup_slack', '1.24', 'ns'),
('logic_synthesis', 'ys_cells', '86', ''),
('final_timing', 'grt_setup_unrepaired', 'false', ''),
('logic_synthesis', 'post_synth_fa_ha_maj_area_fraction', '4.711', '%'),
('final_timing', 'worst_pin_slew', '0.7391', 'ns'),
('logic_synthesis', 'syn_avg_cell_area', '12.35', 'um^2'),
('clock_network', 'cts-htree-levels', '1', ''),
('critical_path', 'timing.critical_path.cells', 'nor2_1 > clkdlybuf4s50_1', ''),
('detailed_routing', 'antenna_left', '0', ''),
('clock_network', 'cts_setup_buffers', '0', ''),
('logic_synthesis', 'flop_cell', 'dfxtp_1', ''),
('final_timing', 'unclocked_pins', '19', ''),
('detailed_routing', 'routed_wl', '1732', 'um'),
('detailed_routing', 'route.detailed.vias_per_inst', '2.890', ''),
('grt', 'groute.usage.overall', '2.577', '%'),
('placed_design', 'gp_congestion', '0.7613', ''),
('logic_synthesis', 'yosysChipArea', '1062', 'um^2'),
('placed_design', 'dp.final_hpwl', '1220', 'um'),
('logic_synthesis', 'synth_area', '1062', 'um^2'),
('clock_network', 'numCtsBuffers', '3', ''),
('power', 'power_density', '311.7', 'nW/um^2'),
('detailed_routing', 'drtIter0Drc', '25', ''),
('clock_network', 'cts_repair_resize_count', '0', ''),
('clock_network', 'clock_insertion_delay_worst_skew', '0.23', 'ns'),
('final_layout', 'max_reg_flops', '14', ''),
('critical_path', 'crit_arrival', '1.55', 'ns'),
('logic_synthesis', 'ys_warn_count', '1', ''),
('critical_path', 'setup.worst_path.class', 'flop to primary output', ''),
('critical_path', 'worstSetupStartpointType', 'flop', ''),
('critical_path', 'rr_endpoint', 'clk_1MHz', ''),
('critical_path', 'critical_path_cell_with_the_highest_stage_delay', 'edfxtp_1', ''),
('job', 'tool_warnings', '27', ''),
('final_timing', 'setup_viol_count_final', '0', ''),
('logic_synthesis', 'edf_count', '3', ''),
('floorplanning', 'std_cell_rows', '34', ''),
('clock_network', 'cts_max_path_buffers', '2', '');
[cell families after synthesis]
kind of cell    Yosys count
flops                    27
simple gates             26
mux                      11
buf+inv                   7
compound gates            6
xor+xnor                  5
fa+ha+maj                 4
[worst max-delay path, delay by kind of cell, from the launching register on]
kind | cells | cell delay, ns
and+or+nand+nor | 1 | 0.20
buffers and inverters | 1 | 0.48
DFF | 1 | 0.63
[layout by cell type, fill, tap and decap left out]
cell,Yosys,routed
a2111oi_2,1,1
a21oi_1,2,2
a221o_1,1,1
and2_2,1,1
and3_2,1,1
and4_2,1,1
clkbuf_1,0,1
clkbuf_8,0,3
clkdlybuf4s50_1,0,14
dfxtp_1,24,24
edfxtp_1,3,3
ha_1,4,4
inv_1,5,5
mux2_2,4,4
mux2_4,6,6
mux2i_1,1,1
nand2_1,1,1
nand2_2,1,1
nand2b_1,1,1
nand3_1,1,1
nor2_1,8,8
nor2b_1,3,3
nor3_1,3,3
nor4b_1,1,1
nor4b_4,1,1
o21ai_0,1,1
o31a_2,1,1
or2b_1,3,3
xnor2_1,5,5
[worst max-delay path by stage]
stage	end	slack, ns	cells past startpoint
after CTS	dac_sck	0.66	2
after global routing	dac_sck	0.59	2
final	dac_sck	0.69	2
[routing by layer]
layer  vias to the layer above  global-route usage [%]  routed length, um
li1                        321                       -                  -
met1                       272                   4.420               1061
met2                        14                   3.003                530
met3                         0                  0.8439                140
met4                         0                  0.2475                  0
met5                         -                       0                  0
[power breakdown]
| group | total (uW) | internal, uW | leakage [uW] | switching (uW) |
|---|---|---|---|---|
| logic | 114 | 69.5 | 0.000255 | 44.3 |
| clock network | 145 | 98.8 | 0.0000228 | 46.4 |
| registers | 166 | 148 | 0.000230 | 18.1 |
[stage by stage]
stage	setup WS (ns)	instance area (um^2)	total power [uW]	utilization (%)	cells
after floorplan	1.437	1062	252.6	-	86
after global placement	0.9336	1319	278.5	15.05	206
after detailed placement	0.9408	1319	278.7	15.05	206
after CTS	0.6580	1364	425.9	15.56	210
after global routing	0.5865	1364	448.0	15.56	210
final	0.6948	1364	425.1	15.56	210
[layout make-up]
| type | instances | area, um^2 | share of cell area, % |
|---|---|---|---|
| sequential | 27 | 570.5 | 41.83 |
| multi-input combinational | 52 | 454.2 | 33.30 |
| tap | 108 | 135.1 | 9.908 |
| inverter | 5 | 18.77 | 1.376 |
| clock buffer | 4 | 45.04 | 3.303 |
| timing repair buffer | 14 | 140.1 | 10.28 |
No activity file was given, so power comes from the tool's default toggle rates.
