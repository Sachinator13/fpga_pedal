==> design/flow/design.v <==
module bin2bcd_16(
	input  logic [15:0] x,			 
	output logic [3:0]  BCD0, BCD1, BCD2, BCD3, BCD4   
);
   logic [35:0] result;   
   integer i;
   always_comb
        begin
            result[35:0] = 0;
            result[15:0] = x;
            for (i=0; i<16; i=i+1) begin
                if (result[19:16] >= 5)
                    result[19:16] = result[19:16] + 4'd3;
                if (result[23:20] >= 5)
                    result[23:20] = result[23:20] + 4'd3;
                if (result[27:24] >= 5)
                    result[27:24] = result[27:24] + 4'd3;
                if (result[31:28] >= 5)
                    result[31:28] = result[31:28] + 4'd3;
                result = result << 1;
            end
            BCD0 = result[19:16];
                BCD1 = result[23:20];		
                BCD2 = result[27:24];
                BCD3 = result[31:28];
                BCD4 = result[35:32];
        end
endmodule
==> design/flow/run.sh <==
#!/bin/bash
# OpenROAD 26Q1-2900-gdf79404cd8, Yosys 0.63+post, stock flow scripts
make -C /OpenROAD-flow-scripts/flow DESIGN_CONFIG=/design/flow/config.mk WORK_HOME=/design/flow/orfs finish
==> design/flow/config.mk <==
export PLATFORM = sky130hd
export DESIGN_NAME = bin2bcd_16
export DESIGN_NICKNAME = bin2bcd_16
export VERILOG_FILES = /design/flow/design.v
export SDC_FILE = /design/flow/constraint.sdc
export NUM_CORES = 4
export LEC_CHECK = 1
export CORE_AREA = 10 10 114 114
export DIE_AREA = 0 0 124 124
==> design/flow/constraint.sdc <==
current_design bin2bcd_16

set clk_period 19.5
set clk_io_pct 0.2

create_clock -name clk0 -period $clk_period

set non_clock_inputs [all_inputs -no_clocks]
set_input_delay [expr $clk_period * $clk_io_pct] -clock clk0 $non_clock_inputs
set_output_delay [expr $clk_period * $clk_io_pct] -clock clk0 [all_outputs]
==> changes_impl.md <==
## Flow update

- Max-cap violations: 0
- Netlist cell types: 117
- CP Class: in2out
- Vias in the first global route: ~5600
- Core ar.: 10400 sq um
- Tcrit/Tclk final: 0.966
- Register area: 0 sq um
- Initial core utilization: 0.560
- Drc violations: 0
- Slew at the pin with the worst max-slew slack: approximately 0.81 ns
- First-pass detailed-route iteration total: 5
- Die H: around 120 microns
- Grt total ovfl: 0
- Die area: between 15000 and 20000 sq um
- Ys cells: about 870
- Largest net degree at the start of global routing: 20
- DR WL/cell: 15.1 microns
- Post-DP HPWL: 11900 microns
- Mapped Cells: slightly below 900
- Final worst setup slack: 0.654 ns
- Worst Hold Slack: ~8 ns
- Max-area cell share: 0.0532
- Final Max Slew Viols: 0
- Critical Path Most Common Cell: inv_1
- Clkbuf count: 0
- Rows: 37
- Proportion of layout cells with a drive suffix above 1: 0.210
- Crit path largest cell delay: between 0.6 and 0.7 ns
- Hold Vio Cnt, Final: 0
- # IOs: 36
- Post-route minimum period: 18.85 ns
- Pre-CTS setup slack: -0.388 ns
- I/O Buffers: 34
- Number of antenna diodes: 0
- GPL Wtd Cong: 0.952
- Post-route cell area: 6670 sq um
- Hold WC Path Type: in2out
- Seq share, synth: 0
- WP data required: ~16 ns
- Syn avg cell area: around 6.7 sq um
- Post-Route WL: between 15000 and 20000 microns
- Flop count: 0
- Critical Path AT: 14.95 ns
- Drt initial violations: 544
- Yosys Warn Count: 1
- Synthesized cell area: 5830 sq um
- Slowest CP cell: o21ai_0
- Yosys chip area: a little under 6000 sq um
- Maximum clock frequency: 53.1 MHz
- Final Util: 0.640
- Placed Area: roughly 6300 sq um
- # hold bufs at CTS: 0
- OpenROAD warnings: 37
- Via density: 6.53
- Post-synth top area cell: a21oi_1
- Total GRT Usage: 0.192
- Critical Path Fanout Max: 9
- Status: finished, final reports clean
- # setup viols final: 0
- Critical path launch point type: input pin
- Slew HR: 0.453
- CP endpoint kind: output pin
- ANT nets after route: 0
- First-pass GRT wire length: 26000 microns
- Antenna violations before repair: 0
- Top area cell types: a21oi_1 (5.3%), ha_1 (5.2%), nand2_1 (5.2%)
- Via Count: roughly 6800
- Area growth syn-to-layout: 14.4%
- Die Span X: 124 microns
[layout by cell type, fill, tap and decap left out, types with 6 or more instances in the layout]
master / netlist / layout
xnor2_1: 18 / 15
clkdlybuf4s50_1: 0 / 34
o221ai_1: 8 / 8
ha_1: 24 / 15
and3_1: 6 / 6
o21ai_0: 57 / 54
nor4_1: 9 / 9
o21a_1: 11 / 11
nor3_1: 38 / 36
o21ai_1: 13 / 14
nand3_1: 33 / 31
o211ai_1: 21 / 21
or3_1: 13 / 12
mux2_2: 6 / 6
nand2_1: 80 / 78
a31oi_1: 14 / 13
nor2_1: 56 / 54
a21oi_1: 62 / 56
and2_1: 14 / 12
nand2b_1: 15 / 14
xnor2_2: 4 / 7
nor2b_1: 9 / 9
inv_2: 7 / 9
inv_1: 32 / 30
a211oi_1: 9 / 9
nand2_2: 4 / 6
a21o_1: 11 / 11
mux2i_1: 18 / 17
nor2_2: 5 / 7
a21oi_2: 8 / 10
o22ai_1: 12 / 12
buf_4: 6 / 44
o31ai_1: 9 / 9
or2_2: 7 / 7
nand4_1: 12 / 12
[per-layer routing]
layer	up-vias	GRT usage	part of all wire
li1	3462	-	-
met1	3101	0.290	0.50
met2	181	0.306	0.44
met3	12	0.0142	0.047
met4	0	0.0108	0.0068
met5	-	0	0
[critical path, delay by kind of cell]
family / cells / cell delay [ns]
AND-OR/OR-AND: 14 / 2.88
adder cells (fa/ha/maj): 10 / 2.02
XOR/XNOR: 3 / 0.47
buffers and inverters: 12 / 1.92
AND/OR/NAND/NOR: 17 / 3.74
[metrics by stage]
step	std cells	setup TNS (ns)
after floorplan	872	0
after detailed placement	1014	-1.61
after global placement	1014	-0.00122
final	1034	0
after CTS	1016	0
after global routing	1034	-0.488
[worst paths after layout]
kind / slack, ns / to / depth (start not counted) / start
worst max-delay path: 0.65 / BCD3[1] / 56 / x[14]
worst min-delay path: 7.80 / BCD0[0] / 0 / x[0]
[cell families (layout without fill, tap and decap cells)]
kind of cell             Yosys count  after routing  synth area share
adder cells (fa/ha/maj)           26             26            0.0550
multiplexers                      28             28            0.0517
AND-OR/OR-AND                    369            369             0.486
AND/OR/NAND/NOR                  330            330             0.292
XOR/XNOR                          23             23            0.0429
buffers and inverters             96            122            0.0723
[cell usage after synthesis, types with 5 or more instances]
| master | number |
|---|---|
| o21a_1 | 11 |
| mux2_2 | 6 |
| nor2_2 | 5 |
| o31ai_1 | 9 |
| o22ai_1 | 12 |
| o21ai_1 | 13 |
| a2bb2oi_1 | 5 |
| inv_2 | 7 |
| nand3_1 | 33 |
| a211oi_1 | 9 |
| a21oi_2 | 8 |
| nor3_1 | 38 |
| nor2_1 | 56 |
| nand4_1 | 12 |
| o21ai_0 | 57 |
| or3_1 | 13 |
| o211ai_1 | 21 |
| and3_1 | 6 |
| or2_2 | 7 |
| o221ai_1 | 8 |
| o21bai_1 | 5 |
| buf_2 | 17 |
| inv_1 | 32 |
| a31o_2 | 5 |
| nand2b_1 | 15 |
| clkbuf_1 | 26 |
| a21oi_1 | 62 |
| nor2b_1 | 9 |
| buf_4 | 6 |
| nand2_1 | 80 |
| and2_1 | 14 |
| nor4_1 | 9 |
| a21o_1 | 11 |
| xnor2_1 | 18 |
| ha_1 | 24 |
| a22oi_1 | 5 |
| a311oi_1 | 6 |
| a31oi_1 | 14 |
| mux2i_1 | 18 |
| a32oi_1 | 6 |
[repair_timing]
action                     in CTS  in global routing
pin swaps                       3                 19
gates resized                   7                 52
buffers inserted                2                 18
setup endpoints to repair       8                 13
gates cloned                    0                  0
[layout make-up]
type / instances / area [sq um]
multi-input cells: 776 / 5660
repair buffers: 78 / 671
fillers: 930 / 3750
inverters: 44 / 168
well taps: 136 / 170
